==> /design/flow/config.mk <==
export PLATFORM = sky130hd
export DESIGN_NAME = top
export DESIGN_NICKNAME = top
export VERILOG_FILES = /design/flow/design.v
export SDC_FILE = /design/flow/constraint.sdc
export NUM_CORES = 4
export LEC_CHECK = 1
export CORE_UTILIZATION = 30
export SYNTH_HDL_FRONTEND = slang
==> /design/flow/constraint.sdc <==
current_design top

set clk_period 1.0
set clk_io_pct 0.2

create_clock -name clk0 -period $clk_period [get_ports {sysclk}]

set non_clock_inputs [all_inputs -no_clocks]
set_input_delay [expr $clk_period * $clk_io_pct] -clock clk0 $non_clock_inputs
set_output_delay [expr $clk_period * $clk_io_pct] -clock clk0 [all_outputs]
==> /design/flow/design.v <==
`timescale 1ns / 1ps
module debounce
    #(
    parameter DEBOUNCE_COUNT_THRESHOLD = 255
)
    (
    input wire reset,
    input wire sysclk,
    input wire btn,
    output bit btn_pressed = '0
);
    (* ASYNC_REG = "TRUE", mark_debug = "true" *) logic [2:0] button_sync;
    (* mark_debug = "true" *) bit [$clog2(DEBOUNCE_COUNT_THRESHOLD)-1:0] debounce_counter = '0;
    (* mark_debug = "true" *) bit debounce_counter_en = '0;
    always @(posedge sysclk or posedge reset) begin
        if(reset) begin
            btn_pressed <= '0;
            button_sync <= '0;
            debounce_counter <= '0;
            debounce_counter_en <= '0;
        end
        else begin
            btn_pressed <= '0;
            button_sync <= (button_sync << 1) | btn;
            if ( button_sync[2:1] == 2'b01) begin
                debounce_counter_en <= '1;
            end
            else if (button_sync[1] == 1'b0) begin
                debounce_counter_en <= '0;
            end
            if (debounce_counter_en) begin
                debounce_counter <= debounce_counter + 1'b1;
                if (debounce_counter == DEBOUNCE_COUNT_THRESHOLD) begin
                    debounce_counter_en <= '0;
                    debounce_counter <= '0;
                    btn_pressed <= '1;
                end
            end
        end
    end
endmodule
`timescale 1ns / 1ps
module top(
    input wire sysclk,
    input wire btn,
    input wire reset_btn,
    output logic [3:0] led
);
    (* mark_debug = "true" *) bit btn_pressed;
    bit reset;
    initial reset = 1'b0;
    debounce #(.DEBOUNCE_COUNT_THRESHOLD(300)) debounce_reset(
        .reset(1'b0),
        .sysclk(sysclk),
        .btn(reset_btn),
        .btn_pressed(reset));
    debounce #(.DEBOUNCE_COUNT_THRESHOLD(300)) debounce_btn(
        .reset(reset),
        .sysclk(sysclk),
        .btn(btn),
        .btn_pressed(btn_pressed));
    logic [3:0] count = '0;
    always @(posedge btn_pressed or posedge reset) begin
        if(reset) begin
            count <= '0;
        end
        else begin
            count <= count + 1;
        end
    end
    always @(posedge sysclk or posedge reset) begin
        if(reset) begin
            led <= '0;
        end
        else begin
            led[0] <= count[0];
            led[1] <= count[1];
            led[2] <= count[2];
            led[3] <= count[3];
        end
    end
endmodule
==> /design/flow/run.sh <==
#!/bin/bash
# OpenROAD 26Q1-2900-gdf79404cd8, Yosys 0.63+post, stock flow scripts
make -C /OpenROAD-flow-scripts/flow DESIGN_CONFIG=/design/flow/config.mk WORK_HOME=/design/flow/orfs finish
==> summary.txt <==
Here are the numbers from the latest Yosys + OpenROAD run.

The flow ran to the end, but the final reports show violations. The checks that failed: negative setup slack. The timer found 4 register pins that no clock reaches; their paths are not timed. The register share after synthesis came out at 0.606. The area of the multi-input gates is 727 sq um.

Looking at the cell usage after synthesis, the top flip-flop cell is sky130_fd_sc_hd__dfrtp_1. The post-synthesis cell count is 123. The final report lists a non-filler cell total of 235.

STA classifies the critical path endpoint as a register. The post-route clock period utilization is 1.42. In the floorplan report the effective utilization is 0.318.

The count of pins over their slew limit is 0. In this run the count of I/O pins placed on the die edge is 7. The die footprint came out at 5360 sq um. The initial antenna violation count came out at 0. The number of setup violations in the final report came out at 21.

The routed via count came out at 1023. The highest supply drop recorded on VDD is 1.55 mV. The maximum number of buffers from clock root to sink came out at 2.

In this run the layout overhead on the synthesized area is reported as 42.4%. The number of global-route vias before repair came out at 999. The post-synthesis sequential element count is 36. Per the CTS log, the maximum H-tree level is 2. The tightest min-delay check is of the reg2async type. The leakage power figure came out at 0.000858 uW. The source-to-sink clock delay at the later pin of the worst-skew pair is 0.27 ns. The timing report shows that the slowest cell on the worst path is sky130_fd_sc_hd__or4_4. The final routed DRC violation total came out at 0. Looking at the clock tree report, the root buffer type is sky130_fd_sc_hd__clkbuf_8.

Per the Yosys statistics, synthesis produced 123 cells. The achievable frequency came out at 705 MHz. The number of placed instances, taps included, is 219. The detailed-router iteration count before antenna repair came out at 4.

The mean instance size in the synthesized netlist is 12.4 sq um. The delay of the slowest cell on the worst path came out at 0.44 ns. The number of unconstrained endpoints came out at 8. The antenna cell count came out at 0. The report puts the hold buffer count at CTS at 0. The die is 73.2 um wide. The most common logic cell in the final layout is sky130_fd_sc_hd__buf_4. The number of warnings reported in the stage logs is 30.

The layout summary lists the proportion of cells stronger than drive strength 1 as 0.482. The number of max-cap violations came out at 0. After synthesis, the share of flip-flops with an asynchronous set or reset is 0.611.

The pin count of the biggest net entering global routing is 23. Per the cell usage report, the commonest logic cells after layout are sky130_fd_sc_hd__buf_4, sky130_fd_sc_hd__dfrtp_1, sky130_fd_sc_hd__edfxtp_1. The clock tree from TritonCTS is built. The cell sequence reported for the critical path is buf_6, ha_4, nand4_1, or4_4, a21oi_2.

The core region is 4790 sq um. The post-synth area from yosys stat is 1520 sq um. According to the timing report, the data required time at the worst endpoint equals 1.21 ns. The slew at the pin closest to its max-slew limit is 0.276 ns. The post-route clock skew is 0.00384 ns. The first global-routing pass estimated 4390 um of wire.

The clock transition at the register clock pins on the worst setup and hold paths after CTS came out at 0.06 ns. The routed wire length is 2640 um. The number of synthesis warnings came out at 0. The floorplan row count is 25.

The overall power is 4100 uW. The wire length per cell after detailed routing came out at 11.2 um. Max fanout on the critical path was recorded as 3. The time the final worst path needs with I/O delays and setup is 1.42 ns.

The minimum hold slack is 0.220 ns. The netlist area before placement is 1520 sq um. The ratio of total power to cell area is 1890 nW/um^2.

The final tally of hold violations came out at 0. The HPWL after detailed placement is 1680 um. The DRC violation total after the first TritonRoute iteration came out at 30. For the worst setup path, the data arrival time is 1.63 ns. STA classifies the critical path startpoint as a register. The timing report attributes the biggest portion of critical-path delay to simple AND/OR/NAND/NOR gates. The critical path is of the reg2reg type. The vertical die dimension reported for this design is 73.2 um.

After global routing the overflow that remains totals 0. The via-per-instance ratio is 4.35. The final RePlAce weighted congestion is 0.801. The number of port buffers came out at 6. The worst slew margin relative to its limit is 0.813. Setup repair after global routing could not meet its margin everywhere. The buffer-and-inverter tally for the worst setup path came out at 1.

The all-layer global routing usage is 0.107. The clock buffer count from CTS is 5. The unique cell type count in the Yosys netlist came out at 35. Yosys mapped a number of flops with a built-in enable equal to 9. The layout has 404 filler cells. The footprint of the flip-flops and latches came out at 921 sq um. The worst setup margin is -0.418 ns. The post-route antenna net violation count is 0.
-- worst paths after layout --
check                      slack [ns]                        startpoint                               end  cells past startpoint
max                             -0.42  debounce_btn.debounce_counter[0]  debounce_btn.debounce_counter[8]                      5
max reg2reg                     -0.42  debounce_btn.debounce_counter[0]  debounce_btn.debounce_counter[8]                      5
min in group clk0                0.33     debounce_reset.button_sync[0]     debounce_reset.button_sync[1]                      0
min                              0.22        debounce_reset.btn_pressed  debounce_btn.debounce_counter[8]                      2
min reg2reg                      0.22        debounce_reset.btn_pressed  debounce_btn.debounce_counter[8]                      2
max in group asynchronous        0.56        debounce_reset.btn_pressed  debounce_btn.debounce_counter[2]                      2
-- cells by family after synthesis --
| family | after synthesis | synth area share |
|---|---|---|
| mux | 2 | 0.0140 |
| simple gates | 44 | 0.183 |
| buf+inv | 12 | 0.0321 |
| fa+ha+maj | 5 | 0.0412 |
| flops | 36 | 0.606 |
| xor+xnor | 11 | 0.0634 |
| compound gates | 13 | 0.0609 |
-- timing repair --
item                       CTS  global route
setup endpoints to repair   26            22
buffers inserted             6             3
pin swaps                   15             4
resized                     23            22
-- per-stage QoR --
stage                     worst slack (ns)  TNS (ns)  utilization  cell area, sq um
after detailed placement            -0.434     -6.65        0.395              1890
final                               -0.418     -6.41        0.452              2160
after global routing                -0.470     -7.76        0.452              2160
after floorplan                     -0.364     -4.95            -              1580
after global placement              -0.414     -6.32        0.395              1890
after CTS                           -0.404     -5.91        0.428              2050
-- layer usage --
metal	part of all wire	up-vias	global-route usage
li1	-	517	-
met1	0.52	496	0.168
met2	0.44	6	0.160
met3	0.023	4	0.0224
met4	0.0087	0	0.0174
met5	0	-	0
-- flip-flops by register name, indices dropped and copies added, names as in the netlist --
name	flops
debounce_btn.debounce_counter	9
debounce_reset.debounce_counter	9
count	4
led	4
debounce_btn.button_sync	3
debounce_reset.button_sync	3
debounce_btn.btn_pressed	1
debounce_btn.debounce_counter_en	1
debounce_reset.btn_pressed	1
debounce_reset.debounce_counter_en	1
-- tightest hold or removal path: cells and delay by family (launching register included) --
| kind | cells | cell delay, ns |
|---|---|---|
| DFF | 1 | 0.30 |
| buffers and inverters | 2 | 0.31 |
-- synth_stat cells, types with 2 or more instances --
library cell | instances | area [sq um]
sky130_fd_sc_hd__nand2_1 | 6 | 22.5
sky130_fd_sc_hd__nor2_1 | 7 | 26.3
sky130_fd_sc_hd__inv_1 | 9 | 33.8
sky130_fd_sc_hd__buf_2 | 3 | 15.0
sky130_fd_sc_hd__o21ai_0 | 3 | 15.0
sky130_fd_sc_hd__nand4_1 | 3 | 18.8
sky130_fd_sc_hd__nand2_2 | 2 | 12.5
sky130_fd_sc_hd__xor2_1 | 4 | 35.0
sky130_fd_sc_hd__xnor2_1 | 7 | 61.3
sky130_fd_sc_hd__a21oi_1 | 3 | 15.0
sky130_fd_sc_hd__ha_1 | 5 | 62.6
sky130_fd_sc_hd__nand3_1 | 10 | 50.1
sky130_fd_sc_hd__o21ba_2 | 2 | 20.0
sky130_fd_sc_hd__dfrtp_1 | 22 | 551
sky130_fd_sc_hd__a211o_1 | 2 | 17.5
sky130_fd_sc_hd__and3_1 | 4 | 25.0
sky130_fd_sc_hd__edfxtp_1 | 9 | 270
sky130_fd_sc_hd__dfxtp_1 | 5 | 100
-- power by group --
group / switching, uW / leakage [uW] / internal, uW
registers: 191 / 0.000357 / 1530
logic: 622 / 0.000459 / 826
clock network: 438 / 0.0000422 / 487
-- area by class of cell --
| type | instances | share of cell area |
|---|---|---|
| sequential | 36 | 0.425 |
| multi-input combinational | 75 | 0.336 |
| clock inverter | 1 | 0.00231 |
| timing repair buffer | 40 | 0.147 |
| clock buffer | 7 | 0.0353 |
| tap | 67 | 0.0387 |
| inverter | 9 | 0.0156 |
Power and IR drop assume default switching activity.
